==> design/flow/design.v <==
module converter( 
    input  logic bigClk,
    input  logic reset,         
    output logic smallClk 
); 
    logic [15:0] count; 
    always_ff @(posedge bigClk or negedge reset) begin 
        if (!reset) begin       
            smallClk <= 1'b0;
            count <= 16'd0;
        end else begin
            if (count < 16'd8000) begin 
                count <= count + 16'd1; 
            end else begin  
                smallClk <= ~smallClk; 
                count <= 16'd0; 
            end
        end
    end 
endmodule
==> design/flow/run.sh <==
#!/bin/bash
# OpenROAD 26Q1-2900-gdf79404cd8, Yosys 0.63+post, stock flow scripts
make -C /OpenROAD-flow-scripts/flow DESIGN_CONFIG=/design/flow/config.mk WORK_HOME=/design/flow/orfs finish
==> design/flow/config.mk <==
export PLATFORM = sky130hd
export DESIGN_NAME = converter
export DESIGN_NICKNAME = converter
export VERILOG_FILES = /design/flow/design.v
export SDC_FILE = /design/flow/constraint.sdc
export NUM_CORES = 4
export LEC_CHECK = 1
export CORE_AREA = 10 10 73 73
export DIE_AREA = 0 0 83 83
==> design/flow/constraint.sdc <==
current_design converter

set clk_period 3.3
set clk_io_pct 0.2

create_clock -name clk0 -period $clk_period [get_ports {bigClk}]

set non_clock_inputs [all_inputs -no_clocks]
set_input_delay [expr $clk_period * $clk_io_pct] -clock clk0 $non_clock_inputs
set_output_delay [expr $clk_period * $clk_io_pct] -clock clk0 [all_outputs]
==> flow_metrics.env <==
# source this file to load flow results
export IMPL_ios=3
export IMPL_cts_buffers=3
export IMPL_grt_pass1_wl_um=2210
export IMPL_worstPathRequired_ns=2.64
export IMPL_cts_root_buffer="clkbuf_8"
export IMPL_wl_per_cell_um=9.62
export IMPL_final_setup_tns_ns=0
export IMPL_post_dp_hpwl_um=847
export IMPL_ys_warn_count=1
export IMPL_synth_cell_types=19
export IMPL_topCellsByArea="dfrtp_1, a21oi_1, or3_1"
export IMPL_whs_ns=0.482
export IMPL_ctsHoldBuffers=0
export IMPL_cts_htree_levels=1
export IMPL_post_place_ws_ns=1.66
export IMPL_top_cells_by_count="dfrtp_1, a21oi_1"
export IMPL_remaining_drc_errors=0
export IMPL_post_cts_setup_buffer_count=0
export IMPL_synthArstFlopShare_pct=100
export IMPL_dr_first_iter_drc_count=6
export IMPL_drv_slew=0
export IMPL_most_common_cell="dfrtp_1"
export IMPL_grt_setup_unrepaired="false"
export IMPL_ys_seq_share_pct=58.3
export IMPL_cpPeakStageDelay_ns=0.48
export IMPL_antenna_cells=0
export IMPL_peakVddDrop_mv=0.432
export IMPL_die_area_um2=6890
export IMPL_end_kind="primary output"
export IMPL_clk_pin_slew_worst_paths_ns=0.06
export IMPL_hp_class="flop to flop"
export IMPL_crit_buf_inv=1
export IMPL_setup_ws_ns=1.55
export IMPL_fin_crit_sh_pct=53.0
export IMPL_die_y_um=83
export IMPL_setup_violations=0
export IMPL_cp_top_family="buffers and inverters"
export IMPL_synth_area_per_cell_um2=10.4
export IMPL_ant_nets=0
export IMPL_hold_viol=0
export IMPL_cts_resized=0
export IMPL_crit_chain="clkdlybuf4s50_1"
export IMPL_vias=509
export IMPL_overflow=0
export IMPL_grt_usage_pct=3.62
export IMPL_max_cap_violations=0
export IMPL_cts_buffer_depth=2
export IMPL_initCoreUtil_pct=19.5
export IMPL_worst_slew_pin_slew_ns=0.735
export IMPL_cts_sinks=17
export IMPL_warnings=25
export IMPL_start_kind="flop"
export IMPL_num_rows=22
export IMPL_slowest_stage="clkdlybuf4s50_1"
export IMPL_antenna_found_initial=0
export IMPL_dr_pass1_iters=4
export IMPL_status="completed"
export IMPL_grt_pass1_vias=466
export IMPL_synth_main_ff_cell="dfrtp_1"
export IMPL_critical_path_class="flop to primary output"
export IMPL_yosys_area_um2=729
export IMPL_worstPathMaxFanout=2
export IMPL_syn_to_final_growth_pct=18.0
export IMPL_fmax_mhz=572
export IMPL_period_minus_slack_ns=1.75
export IMPL_worstPathArrival_ns=1.09
export IMPL_postSynthCellCount=70
export IMPL_avgViaCountPerCell=4.07
export IMPL_p_leak_nw=0.327
export IMPL_enable_flop_cells=0
export IMPL_drive_gt1_share_pct=7.79
export IMPL_power_density_nw_per_um2=460
export IMPL_routabilityCongestion=0.776
export IMPL_yosysCellCount=70
export IMPL_finalWirelength_um=1200
export IMPL_top_area_share_pct=58.3
export IMPL_grt_max_degree=18
export IMPL_core_um2=3740
export IMPL_clock_skew_ns=0.00328
export IMPL_largest_area_cell="dfrtp_1"
export IMPL_relSlewSlack_pct=50.9
export IMPL_clock_latency_ns=0.25
export IMPL_ys_ff=17
export IMPL_fp_dieW_um=83
export IMPL_port_buffer_count=2
export IMPL_syn_cell_area_um2=729
export IMPL_cts_tree="done"
-- sequential cells by signal (all words and copies together), names as in the netlist --
register / cells
count: 16
smallClk: 1
-- cell families after synthesis --
family / synth area share [%]
adders and majority gates: 1.71
AOI/OAI and AO/OA: 12.7
buffers and inverters: 2.92
other: 0.514
and+or+nand+nor: 19.0
xor gates and xnor gates: 4.80
DFF: 58.3
-- final cells by class --
class	instances	area [um^2]
Tap cell	48	60.1
Timing Repair Buffer	3	27.5
Clock buffer	3	41.3
Fill cell	421	2880
Clock inverter	1	5.00
Inverter	3	11.3
Sequential cell	17	425
Multi-Input combinational cell	50	290
-- metal layers --
layer	up-vias	wire length [um]	track usage, %
li1	263	-	-
met1	238	602	5.23
met2	6	516	4.96
met3	2	67	1.57
met4	0	16	0.462
met5	-	0	0
-- final timing paths --
check / start / to / slack (ns) / cells past startpoint
min: smallClk$_DFFE_PN0P_ / smallClk$_DFFE_PN0P_ / 0.48 / 1
min in group asynchronous: reset / count[11]$_DFF_PN0_ / 0.85 / 1
min reg2reg: smallClk$_DFFE_PN0P_ / smallClk$_DFFE_PN0P_ / 0.48 / 1
max in group asynchronous: reset / count[0]$_DFF_PN0_ / 1.99 / 1
max reg2reg: count[2]$_DFF_PN0_ / count[11]$_DFF_PN0_ / 1.75 / 3
max: smallClk$_DFFE_PN0P_ / smallClk / 1.55 / 1
-- cell usage in the layout, fill, tap and decap left out, types with 5 or more instances in the layout --
cell,n
dfrtp_1,17
a21oi_1,8
nand3_1,5
or3_1,5
o21ai_0,5
nor2_1,5
-- power by group --
| group | leakage [nW] | internal, mW | switching [mW] |
|---|---|---|---|
| combinational | 0.0737 | 0.0149 | 0.00942 |
| clock | 0.0255 | 0.0835 | 0.0645 |
| sequential | 0.228 | 0.217 | 0.00607 |
-- stage by stage --
stage                     total power, mW  std cells  util (%)  area (um^2)
after floorplan                     0.231         72         -          737
after global placement              0.251        121      21.8          815
after detailed placement            0.252        121      21.8          815
after CTS                           0.404        125      23.0          861
after global routing                0.420        125      23.0          861
final                               0.396        125      23.0          861
Power and IR drop assume default switching activity.
